`./design.v`:
```
`timescale 1ns / 1ps
module decade_counter(
    input wire x,
    input wire clk,
    input wire rst,
    output wire [3:0] z
    );
    parameter q0 = 4'd0,
              q1 = 4'd1,
              q2 = 4'd2,
              q3 = 4'd3,
              q4 = 4'd4,
              q5 = 4'd5,
              q6 = 4'd6,
              q7 = 4'd7,
              q8 = 4'd8,
              q9 = 4'd9;
    reg [3:0] current_state, next_state;
    assign z = current_state;
    always @(posedge clk or posedge rst) begin
        if (rst)
            current_state <= q0;
        else
            current_state <= next_state;
    end
    always @(*) begin
        if (x) begin
            case (current_state)
                q0: next_state = q1;
                q1: next_state = q2;
                q2: next_state = q3;
                q3: next_state = q4;
                q4: next_state = q5;
                q5: next_state = q6;
                q6: next_state = q7;
                q7: next_state = q8;
                q8: next_state = q9;
                q9: next_state = q0;
                default: next_state = q0;
            endcase
        end else begin
            next_state = current_state;
        end
    end
endmodule
```
`./run.sh`:
```
#!/bin/bash
# OpenROAD 26Q1-2900-gdf79404cd8, Yosys 0.63+post, stock flow scripts
make -C /OpenROAD-flow-scripts/flow DESIGN_CONFIG=/design/flow/config.mk WORK_HOME=/design/flow/orfs finish
```
`./config.mk`:
```
export PLATFORM = sky130hd
export DESIGN_NAME = decade_counter
export DESIGN_NICKNAME = decade_counter
export VERILOG_FILES = /design/flow/design.v
export SDC_FILE = /design/flow/constraint.sdc
export NUM_CORES = 4
export LEC_CHECK = 1
export CORE_AREA = 10 10 70 70
export DIE_AREA = 0 0 80 80
```
`./constraint.sdc`:
```
current_design decade_counter

set clk_period 1.7
set clk_io_pct 0.2

create_clock -name clk0 -period $clk_period [get_ports {clk}]

set non_clock_inputs [all_inputs -no_clocks]
set_input_delay [expr $clk_period * $clk_io_pct] -clock clk0 $non_clock_inputs
set_output_delay [expr $clk_period * $clk_io_pct] -clock clk0 [all_outputs]
```
==> results.txt <==
run metrics: RSZ-0062 raised after global routing false, HP Class in -> async, GRT Util Overall about 1.4%, Total Neg Setup Slack 0 ns, post-DR wirelength/cell 6.21 um, Die H 80 um, outcome complete, no violations, worst vdd ir 0.000197 V, arrival time worst endpoint 1.18 ns, share of cells above drive strength 1 approximately 13%, Biggest register current_state, I/O pin count 7, Worst-Margin Slew 0.245 ns, Top delay family on crit path buffers and inverters, area leader, netlist dfrtp_1, Top-area cell share 43.0%, grt ovf 0, Log Warnings 27, routed wire length 478 um, distinct lib cells 13, hold bufs inserted after CTS 0, Pleak 0.152 nW, core area roughly 0.0034 mm^2, H-tree depth 1, min cycle time layout 1.52 ns, Init Core Util just under 7%, die width 80 um, Final Hold Fails 0, cell chain of the critical path clkdlybuf4s50_1, GPL Wtd Cong 0.712, vias in the first global route between 150 and 200, antenna-violating nets left 0, Avg Inst Size Synth roughly 11 um^2, crit path kind reg -> out, yosys warning tally 1, Pins Over Slew Limit 0, most common logic cells in the final layout 6 x clkdlybuf4s50_1, 4 x dfrtp_1, 3 x inv_1, 3 x ha_1, 3 x clkbuf_4, Power Total 0.000541 W, clock latency on the worst-skew pair 0.23 ns, Max Root-Sink Buffers 2, DR vias around 200, first-pass GRT wire length 772 um, registers with the most flip-flops current_state (4), die footprint between 0.006 and 0.007 mm^2, max incr delay on CP 0.51 ns, clock slew at reported path FFs around 0.04 ns, register share after synthesis 43.0%, Max Clk Rate 658 MHz, number of cells in Yosys stat 22, largest net degree at the start of global routing 9, postcts setup bufs 0, Slowest cell on crit path clkdlybuf4s50_1, buffers and inverters on the worst path 1, pwr dens about 1500 mW/mm^2, max_slew headroom 83.6%, DRC 0, diode count 0, Commonest Layout Cell clkdlybuf4s50_1, CP Max Fanout 6, # resized after CTS 0, clk root buf clkbuf_4, Main area contributors dfrtp_1 43%, ha_1 16%, a31oi_1 5.4%, inv_1 4.8%, and3b_2 4.3%, cells after synthesis 22, antenna violations before repair 0, Port Buf Inserts 6, Flops after synth 4, Synth-to-Final Area Change 60.2%, # setup viols final 0, required time of the critical path 1.36 ns, Post-Syn Area 233 um^2, nature of the critical path startpoint register, drt pass-1 iters 2, initial drt markers 4, hpwl dp 368 um, fillcell total 394, Critical Path End Type primary output, CTS tree built, post-layout period usage 89.4%, # rows 21, vias per cell between 2 and 3, skew final between 0.003 and 0.004 ns, Clock Sinks 4, Yosys chip area 233 um^2, total CTS buffers 3, Max Cap Viol 0, Largest register FFs 4
-- area by class of cell --
class / instances / area [um^2] / share of cell area (%)
Timing Repair Buffer: 6 / 60.1 / 16.1
Sequential cell: 4 / 100 / 26.8
Inverter: 3 / 11.3 / 3.02
Tap cell: 46 / 57.6 / 15.4
Multi-Input combinational cell: 15 / 121 / 32.6
Clock buffer: 3 / 22.5 / 6.04
-- cells by family after synthesis --
family                   after synthesis  share of synthesized area, %
AND/OR/NAND/NOR                        6                          18.8
AND-OR/OR-AND                          6                          17.2
adder cells (fa/ha/maj)                3                          16.1
flip-flops                             4                          43.0
buffers and inverters                  3                          4.84
-- report_power, final --
group | internal, W | switching, W
clock | 0.0000787 | 0.0000356
sequential | 0.000141 | 0.0000711
combinational | 0.000152 | 0.0000627
total | 0.000372 | 0.000169
-- worst paths after layout --
| kind | slack, ns | end | depth (start not counted) | from |
|---|---|---|---|---|
| worst max register to register | 0.50 | current_state[0] | 4 | current_state[0] |
| worst min register to register | 0.58 | current_state[2] | 1 | current_state[2] |
| worst min-delay path | 0.29 | current_state[3] | 2 | rst |
| worst max-delay path | 0.18 | z[0] | 1 | current_state[0] |
| min in group clk0 | 0.58 | current_state[2] | 1 | current_state[2] |
| max in group asynchronous | 1.26 | current_state[1] | 2 | rst |
-- synthesized netlist by cell type --
| cell | number |
|---|---|
| a31oi_1 | 2 |
| and3b_2 | 1 |
| dfrtp_1 | 4 |
| ha_1 | 3 |
| inv_1 | 3 |
| nand2_1 | 1 |
| nand2b_1 | 1 |
| nand3b_1 | 1 |
| o21ai_0 | 2 |
| o22a_1 | 1 |
| o311ai_1 | 1 |
| or2b_1 | 1 |
| or3b_1 | 1 |
-- routing by layer --
layer	wire length, um	global-route usage, %	vias up
li1	-	-	98
met1	235	1.60	93
met2	185	2.33	9
met3	46	0.682	2
met4	11	0.528	0
met5	0	0	-
-- stage by stage --
| step | instance area [um^2] | setup WS [ns] | hold slack [ns] | utilization [%] | instances |
|---|---|---|---|---|---|
| 2_1_floorplan | 233 | 0.602 | 0.106 | - | 22 |
| 6_report | 373 | 0.181 | 0.292 | 10.9 | 77 |
| 4_1_cts | 373 | 0.170 | 0.290 | 10.9 | 77 |
| 3_3_place_gp | 350 | 0.343 | 0.528 | 10.3 | 74 |
| 3_5_place_dp | 350 | 0.342 | 0.533 | 10.3 | 74 |
| 5_1_grt | 373 | 0.118 | 0.317 | 10.9 | 77 |
No activity file was given, so power comes from the tool's default toggle rates.
